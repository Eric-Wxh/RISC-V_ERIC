<file path="design/flow/config.mk">
export PLATFORM = sky130hd
export DESIGN_NAME = comparator
export DESIGN_NICKNAME = comparator
export VERILOG_FILES = /design/flow/design.v
export SDC_FILE = /design/flow/constraint.sdc
export NUM_CORES = 4
export LEC_CHECK = 1
export CORE_AREA = 10 10 86 86
export DIE_AREA = 0 0 96 96
</file>
<file path="design/flow/constraint.sdc">
current_design comparator

set clk_period 5.1
set clk_io_pct 0.2

create_clock -name clk0 -period $clk_period

set non_clock_inputs [all_inputs -no_clocks]
set_input_delay [expr $clk_period * $clk_io_pct] -clock clk0 $non_clock_inputs
set_output_delay [expr $clk_period * $clk_io_pct] -clock clk0 [all_outputs]
</file>
<file path="design/flow/design.v">
module comparator # (
        parameter Width = 32
    )
    (
        input   [Width-1:0] a   ,
        input   [Width-1:0] b   ,
        output              eq  ,
        output              neq ,
        output              lt  ,
        output              lte ,
        output              gt  ,
        output              gte
    );
    assign eq   =   (a == b) ?
                    1'b1 :
                    1'b0;
    assign neq  =   ~eq;
    assign lt   =   (a < b) ?
                    1'b1 :
                    1'b0;
    assign lte  =   (a <= b) ?
                    1'b1 :
                    1'b0;
    assign gt   =   ~lte;
    assign gte  =   ~lt;
endmodule
</file>
<file path="design/flow/run.sh">
#!/bin/bash
# OpenROAD 26Q1-2900-gdf79404cd8, Yosys 0.63+post, stock flow scripts
make -C /OpenROAD-flow-scripts/flow DESIGN_CONFIG=/design/flow/config.mk WORK_HOME=/design/flow/orfs finish
</file>
==> run notes <==
Status on the layout run. STA classifies the critical path startpoint as a primary input. Cell count of the worst hold path landed at 5. The horizontal die dimension reported for this design is 96 um. Count of buffering cells on the critical path with inverters included landed at 3.

In this run the static leakage power is 0.806 nW. Along the worst path, the maximum fanout reaches 4. Overall power consumption after layout is estimated at 0.112 mW.

Hold timing on the final database bottoms out at a slack of 3.23 ns. Per the detail_route report, DRC violations left total 0. Count of cell instances traversed by the critical path landed at 9. The report lists the number of standard-cell rows as 27.

Area growth from synthesis to final layout landed at 95.3%. Chip area line of the yosys report landed at 830 um^2. The run reported a max-capacitance violation count of 0. Layout clock buffer count landed at 0. Count of tool warnings landed at 32. STA classifies the critical path endpoint as an output port. Mapped cell area landed at 830 um^2. After floorplanning, the die was sized to cover 9220 um^2.

Once the floorplan was initialized, standard cells occupied 15.0% of the core. Normalized max-slew margin landed at 74.0%. According to the hold report, the worst path is of the primary input to output port type.

Per the placement log, port buffering inserted 70 buffers. From the final report, the count of setup violators was given as 0. Post-synthesis cell type count landed at 24. IR analysis of the VDD net gives a maximum drop of 0.0248 mV. By instance count after routing, the leading logic cell type is clkdlybuf4s50_1.

Per STA, the worst path accumulates the most delay in the family AND-OR/OR-AND gates. The final timing summary puts the cycle share of the worst path at 93.6%. Ranking logic cells in the layout by count gives the top entries clkdlybuf4s50_1 (70), inv_1 (33), ha_1 (32).

Setup repair after global routing left no endpoint under its margin. The number of global-route vias before repair is 1,088. The detail route stage leaves a number of antenna-violating nets equal to 0.

For reference, the most critical setup path is categorized as primary input to output port. Hold violation total from the final report landed at 0. Post-route minimum period landed at 4.78 ns. Hold repair after CTS inserted 0 buffers.

The floorplan step set the die height to 96 um. Post-CTS resize count landed at 0. The final timing report lists a max-slew violation count of 0. Per the detail_route report, the via count comes to 978. Sum of overflow across all layers after global routing landed at 0. Number of placed I/O pins landed at 70. STA puts the critical path data required time at 4.08 ns.

Initial antenna violation count landed at 0. The design has 0 sequential cells. Routability-driven placement finished with a final weighted congestion of 0.809. Once detailed placement completed, the half-perimeter wirelength came to 2.78 mm. Average detailed-routed wire length per instance landed at 11.3 um. Register area landed at 0 um^2. DRC violation total after the first TritonRoute iteration landed at 12. Data arrival time of the critical path landed at 3.76 ns. Post-CTS timing repair inserted 0 buffers for setup. A synthesized cell averages 7.15 um^2. The largest individual stage delay along the critical path comes from the cell clkdlybuf4s50_1.

Summing the sequential cell areas from Yosys gives 0% of the chip area. Global-route wire length before repair landed at 4.73 mm. The layout summary lists the proportion of cells stronger than drive strength 1 as 1.08%.

The flow ran to the end, and the final reports show no timing, DRC or antenna violations. Transition time at the pin with the least slew margin landed at 0.389 ns. Global routing used 6.15% of the available tracks across all layers. Yosys stat cell total landed at 116.

Number of instances in the synthesized netlist landed at 116. Core footprint landed at 5540 um^2. Among all stages on the critical path, the maximum delay recorded is 0.50 ns. The script computed a power per unit cell area of 68.9 nW/um^2. Wire length after detailed routing landed at 2.91 mm. The critical path goes through clkdlybuf4s50_1 > inv_1 > ha_1 > and3_1 > a221o_1 > a221o_1 > a2111o_1 > nor2_1 > clkdlybuf4s50_1. The warning tally printed by Yosys for this design is 0. The final antenna diode tally reported by the flow is 0. Sum of negative setup slack landed at 0 ns. Detail-routed via count per cell landed at 3.79. Derived from the worst setup path, the maximum achievable clock frequency is 209 MHz.

Number of search-and-repair iterations in the first detailed-routing pass landed at 3. Entering global routing, the biggest net connects 5 pins.
cell type report:
class                           count  area, um^2
Fill cell                         615        3920
Multi-Input combinational cell     83         706
Timing Repair Buffer               70         701
Inverter                           33         124
Tap cell                           72        90.1
cells in the mapped netlist:
cell / n / share of area [%]
inv_1: 33 / 15
ha_1: 32 / 48
a21oi_1: 10 / 6.0
nand4_1: 7 / 5.3
nand3_1: 5 / 3.0
nand2_1: 4 / 1.8
nor2_1: 3 / 1.4
o21ai_0: 3 / 1.8
a21o_1: 2 / 1.8
a221o_1: 2 / 2.4
and3_1: 2 / 1.5
a2111o_1: 1 / 1.4
a211o_1: 1 / 1.1
a21boi_0: 1 / 0.91
a221oi_1: 1 / 1.1
a31oi_1: 1 / 0.75
and4_2: 1 / 1.2
nand2b_1: 1 / 0.75
nor2b_1: 1 / 0.75
nor3_1: 1 / 0.60
o211ai_1: 1 / 0.91
o21a_1: 1 / 0.91
or2_1: 1 / 0.75
or2_2: 1 / 0.75
worst paths after layout:
| check | endpoint | start | slack, ns |
|---|---|---|---|
| max | lt | b[19] | 0.32 |
| min | neq | b[16] | 3.23 |
routing by layer:
layer  vias up  part of all wire, %  GRT usage (%)
met5         -                    0              0
met1       385                   45           7.64
li1        549                    -              -
met4         0                    0              0
met3         0                   13           2.44
met2        44                   42           10.4
worst min-delay path, cell delays in order:
cell	delay, ns
clkdlybuf4s50_1	0.40
inv_1	0.05
ha_1	0.13
nand3_1	0.15
clkdlybuf4s50_1	0.46
cells by family (layout without fill, tap and decap cells):
group	count (synthesis)	after routing	share of synthesized area (%)
AND/OR/NAND/NOR	27	27	17.8
adder cells (fa/ha/maj)	32	32	48.3
AND-OR/OR-AND	24	24	19.0
buffers and inverters	33	103	14.9
power breakdown:
part           internal [mW]  total [mW]  switching, mW
Sequential                 0           0              0
Clock                      0           0              0
Combinational         0.0749       0.112         0.0368
Total                 0.0749       0.112         0.0368
metrics by stage:
stage | utilization (%) | cells | setup WS [ns] | instance area (um^2)
floorplan | - | 116 | 1.32 | 830
global placement | 29.2 | 258 | 0.318 | 1620
detailed placement | 29.2 | 258 | 0.304 | 1620
CTS | 29.2 | 258 | 0.300 | 1620
global route | 29.2 | 258 | 0.145 | 1620
finish | 29.2 | 258 | 0.324 | 1620
Power figures rest on the tool's default switching activity, not on a simulated workload.
